--- flow/config.mk ---
export PLATFORM = sky130hd
export DESIGN_NAME = debouncing
export DESIGN_NICKNAME = debouncing
export VERILOG_FILES = /design/flow/design.v
export SDC_FILE = /design/flow/constraint.sdc
export NUM_CORES = 4
export LEC_CHECK = 1
export CORE_AREA = 10 10 70 70
export DIE_AREA = 0 0 80 80
--- flow/constraint.sdc ---
current_design debouncing

set clk_period 1.5
set clk_io_pct 0.2

create_clock -name clk0 -period $clk_period [get_ports {CLK}]

set non_clock_inputs [all_inputs -no_clocks]
set_input_delay [expr $clk_period * $clk_io_pct] -clock clk0 $non_clock_inputs
set_output_delay [expr $clk_period * $clk_io_pct] -clock clk0 [all_outputs]
--- flow/design.v ---
`timescale 1ns / 1ps
module debouncing(
    input RAW, 
    input CLK, 
    output reg CLEAN
    );
    reg [2:0] counter;
    wire TC;
    always @ (posedge CLK) begin
        if(~RAW)
            counter <= 3'b000;
        else
            counter <= counter + 3'b001;
    end
    assign TC = (counter == 3'b111);
    always @ (posedge CLK) begin
        if(~RAW)
            CLEAN <= 1'b0;
        else if (TC)
            CLEAN <= 1'b1;
    end
endmodule
--- flow/run.sh ---
#!/bin/bash
# OpenROAD 26Q1-2900-gdf79404cd8, Yosys 0.63+post, stock flow scripts
make -C /OpenROAD-flow-scripts/flow DESIGN_CONFIG=/design/flow/config.mk WORK_HOME=/design/flow/orfs finish
==> impl_results.rst <==
Flow metrics
------------

.. list-table::
   :header-rows: 1

   * - Metric
     - Value
   * - Kind of path behind the tightest hold check
     - register to register
   * - Last weighted congestion value of the routability-driven placer
     - between 0.5 and 0.6
   * - Number of antenna diodes
     - 0
   * - Number of warnings reported in the yosys synthesis log
     - 1
   * - All-layer global routing usage
     - 0.880%
   * - Slowest cell on the critical path
     - clkdlybuf4s50_1
   * - Transition at the pin with the smallest max-transition slack
     - 116 ps
   * - Min-delay src
     - counter[0]
   * - Pins over their slew limit
     - 0
   * - Wire length of the first global-routing pass
     - a little under 400 um
   * - Static Leak
     - roughly 0.086 nW
   * - Number of post-CTS setup repair buffers
     - 0
   * - Max Clock Freq
     - 734 MHz
   * - Register share after synthesis
     - 59.8%
   * - Dpl cell area
     - 211 um2
   * - Number of fill cells in the layout
     - 415
   * - Share of cells above drive strength 1
     - 26.7%
   * - Worst supply voltage drop on vdd
     - ~480 uV
   * - Clock latency (worst-skew pair)
     - 230 ps
   * - Die Span X
     - 80 um
   * - Clock input transition at the sequential cells of the worst setup and hold paths
     - roughly 40 ps
   * - Row count
     - 21
   * - Number of buffers added by the clock tree synthesis step
     - 3
   * - Multi-input gate area in the final layout
     - ~54 um2
   * - Die Outline Area
     - around 6400 um2
   * - Final Instance Area
     - 234 um2
   * - Aggregate negative setup slack
     - 0 ps
   * - End of the worst register-to-register path
     - counter[2]
   * - Detailed-router iteration count before antenna repair
     - 1
   * - Die H
     - 80 um
   * - Biggest area consumer among synthesized cells
     - dfxtp_1
   * - Flip-flop and latch count after synthesis
     - 4
   * - Type of the worst setup path
     - register to primary output
   * - Clk Tree Root Cell
     - clkbuf_4
   * - Number of setup violations in the final report
     - 0
   * - # IOs
     - 3
   * - Outcome
     - finished clean
   * - Final setup skew
     - slightly below 5 ps
   * - Area reported by Yosys stat
     - 134 um2
   * - Number of buffers inserted for hold repair after clock tree synthesis
     - 0
   * - DRT antenna net count
     - 0
   * - Sum of overflow across all layers after global routing
     - 0
   * - Maximum level of the CTS H-tree
     - 1
   * - Time the worst path needs with I/O delays and setup
     - ~1400 ps
   * - Ys cells
     - 10
   * - Depth of the worst register-to-register path
     - 3
   * - Cell area power density
     - 1110 nW/um2
   * - Unrepaired setup endpoints after global routing
     - no
   * - Total via count after detailed routing
     - 87
   * - Crit-path max cell delay
     - 480 ps
   * - Max-area cell share
     - 59.8%
   * - Hold violation total from the final report
     - 0
   * - Synthesized cell area
     - 134 um2
   * - Worst Hold Path EP
     - counter[0]
   * - Highest fanout seen on the critical path
     - 2
   * - CTS-repair resized insts
     - 0
   * - Starting DRT DRC Count
     - 0
   * - Combined flip-flop and latch cell area
     - 80.1 um2
   * - Pin count of the biggest net entering global routing
     - 5
   * - Count of buffers inserted at the top-level ports
     - 2
   * - WP data required
     - 1200 ps
   * - Category of the worst setup path launch point
     - register
   * - Mapped Avg Cell Area
     - 13.4 um2
   * - Number of different library cells in the post-synthesis netlist
     - 5
   * - Worst path arrival time
     - 1060 ps
   * - Starting utilization of the core area
     - 3.92%
   * - Vias in the first global route
     - 91
   * - Initial antenna violation count
     - 0
   * - Area Overhead vs Synth
     - 74.8%
   * - Cell-by-cell trace of the critical path
     - clkdlybuf4s50_1
   * - Setup crit end kind
     - primary output
   * - Setup slack on the worst flop-to-flop path
     - 480 ps
   * - Reported max-cap violation count
     - 0
   * - Max Root-Sink Buffers
     - 2
   * - Number of warning messages in the logs
     - 25
   * - Worst hold path stage count
     - 1
   * - Std-Cell Core Area
     - 3420 um2
   * - Detailed-route wire length
     - 247 um
   * - Worst Path Buf+Inv
     - 1
   * - Sinks on the clock net
     - 4
   * - # DRC
     - 0
   * - CP top delay family
     - buffers and inverters
   * - Critical register-to-register path startpoint
     - counter[0]
   * - Period utilisation layout
     - 90.8%
   * - Avg Vias per Cell
     - roughly 1.4
   * - Slew margin rel.
     - 92.3%
   * - CTS tree
     - built
   * - Synthesized instance count
     - 10
   * - Top cells by area in the synthesized netlist
     - dfxtp_1 60%, ha_1 19%, and2_1 9.3%
   * - Detailed-route wire length per cell
     - 4.05 um
-- through the flow --
stage / total power [mW] / hold slack (ps) / cells / worst slack, ps / utilization, %
final: 0.261 / 431 / 61 / 138 / 6.85
after global routing: 0.283 / 452 / 61 / 76.3 / 6.85
after CTS: 0.267 / 432 / 61 / 120 / 6.85
after detailed placement: 0.132 / 426 / 58 / 374 / 6.19
after global placement: 0.129 / 419 / 58 / 371 / 6.19
after floorplan: 0.125 / 411 / 10 / 508 / -
-- power by group --
group	leakage [nW]	total [mW]	internal, mW	switching (mW)
registers	0.0329	0.117	0.114	0.00295
logic	0.0390	0.0129	0.00828	0.00462
clock network	0.0138	0.131	0.0893	0.0417
total	0.0857	0.261	0.211	0.0493
-- cell usage after synthesis, drive strengths merged --
master	number
dfxtp	4
and2	2
ha	2
nor2b	1
o21a	1
-- kinds of logic after synthesis --
logic type | share of synthesized area (%)
DFF | 59.8
and+or+nand+nor | 15.9
adders and majority gates | 18.7
AOI/OAI and AO/OA | 5.61
-- final cells by class --
class / count / area share, %
flip-flops and latches: 4 / 34.2
well taps: 46 / 24.6
multi-input cells: 6 / 23.0
clock buffers: 3 / 9.63
repair buffers: 2 / 8.56
-- worst max path at each step --
stage,slack [ps],startpoint,to,cells after the start
final,140,CLEAN,CLEAN,1
after global routing,80,CLEAN,CLEAN,1
after CTS,120,CLEAN,CLEAN,1
-- metal layers --
| metal | GRT usage [%] | wire [um] | vias up |
|---|---|---|---|
| li1 | - | - | 44 |
| met1 | 1.06 | 126 | 38 |
| met2 | 0.883 | 84 | 5 |
| met3 | 1.14 | 35 | 0 |
| met4 | 0.176 | 0 | 0 |
| met5 | 0 | 0 | - |
-- cell usage in the layout (no fill, tap or decap) --
cell,n
dfxtp_1,4
clkbuf_4,3
ha_1,2
and2_1,2
nor2b_2,1
clkdlybuf4s50_1,2
o21a_1,1
-- registers in the layout, indices dropped and copies added (netlist names) --
register / count
CLEAN: 1
counter: 3
No activity file was given, so power comes from the tool's default toggle rates.
