===== flow/config.mk =====
export PLATFORM = sky130hd
export DESIGN_NAME = Mealy
export DESIGN_NICKNAME = Mealy
export VERILOG_FILES = /design/flow/design.v
export SDC_FILE = /design/flow/constraint.sdc
export NUM_CORES = 4
export LEC_CHECK = 1
export CORE_AREA = 10 10 70 70
export DIE_AREA = 0 0 80 80

===== flow/constraint.sdc =====
current_design Mealy

set clk_period 1.2
set clk_io_pct 0.2

create_clock -name clk0 -period $clk_period [get_ports {clk}]

set non_clock_inputs [all_inputs -no_clocks]
set_input_delay [expr $clk_period * $clk_io_pct] -clock clk0 $non_clock_inputs
set_output_delay [expr $clk_period * $clk_io_pct] -clock clk0 [all_outputs]

===== flow/design.v =====
`timescale 1ns / 1ps
module Mealy(
    input P1,P2,clk,reset,   
    output reg z
    );
    parameter S0 = 0 , S1 = 1 , S2 = 2 , S3 = 3 ;
    reg [1:0] PS,NS ;
    always@(posedge clk or posedge reset)
    begin
        if(reset)
            PS <= S0;   
        else    
            PS <= NS;
    end             
    always@(P1 or P2 or PS)
        begin 
            case(PS)
            S0 : begin 
                if (P1)
                    NS = S1;
                else 
	                NS = S0;
            end
            S1 : begin 
                if (P1)
                    NS = S2;
                else 
	                NS = S0;
            end
            S2 : begin 
                if (P2)
                    NS = S3;
                else 
	                NS = S2;
	        end 
            S3 : begin 
                if (P2)
                    NS = S0;
                else 
                    NS = S1;                       
	            end
            endcase
        end
        always @ (posedge clk)
        begin
            case (PS)
                S0 : z = 0;
                S1 : z = 0;
                S2 : z = 0;
                S3 :  begin
            if (P1)
            z = 1;
            end
            endcase
        end
endmodule

===== flow/run.sh =====
#!/bin/bash
# OpenROAD 26Q1-2900-gdf79404cd8, Yosys 0.63+post, stock flow scripts
make -C /OpenROAD-flow-scripts/flow DESIGN_CONFIG=/design/flow/config.mk WORK_HOME=/design/flow/orfs finish

==> impl_metrics.csv <==
group,metric,value,unit
timing,whs,0.175,ns
synthesis,postSynthSeqShare,70.5,%
critical_path,worstSetupEndpointType,"primary output",
power_and_ir_drop,leakage,0.000124,uW
clock_network,hold_buffers,0,
critical_path,cp_num_buf_inv,1,
synthesis,ys_warn_count,1,
synthesis,synth_area,186,um2
clock_network,clk_pin_slew,0.05,ns
timing,final.period_utilization,90.8,%
global_route,grt_pass1_wl,765,um
timing,timing.fmax,917,MHz
routing,num_vias,142,
final_layout,area_growth,69.8,%
routing,antenna_cells_inserted,0,
power_and_ir_drop,power.density,1410,nW/um2
synthesis,ys_types,10,
min_path,hp-class,"input pin to async pin",
critical_path,required,0.96,ns
timing,fin_setup_tns,0,ns
timing,relSlewSlack,90.0,%
timing,clock_skew,0.00583,ns
floorplan,fp_util,5.46,%
routing,ant_nets,0,
timing,worst_pin_slew,0.150,ns
synthesis,postSynthCellCount,17,
clock_network,cts_buffers,3,
clock_network,clock_latency,0.24,ns
critical_path,critPathMaxStageDelay,0.35,ns
clock_network,cts_buffer_depth,2,
routing,dr.pass1.iters,2,
global_route,grt_start_max_net_pins,5,
synthesis,top_area_cell,"dfrtp_1",
global_route,grt_pass1_vias,185,
critical_path,cp_max_fo,1,
critical_path,crit_chain,"dlygate4sd2_1",
clock_network,root_buffer,"clkbuf_4",
timing,setup_violations,0,
critical_path,cp_top_family,"flip-flops",
routing,wire_per_inst,6.07,um
synthesis,async_reset_ff_share,80.0,%
global_route,antenna_found_initial,0,
timing,slew_viol_final,0,
critical_path,crit_path_top_delay_cell,"edfxtp_1",
timing,hold_viol,0,
critical_path,crit_type,"register to primary output",
synthesis,syn_area_per_cell,11.0,um2
power_and_ir_drop,p_total,445,uW
synthesis,yosysCellCount,17,
final_layout,drive_gt1_share,23.1,%
critical_path,crit_arrival,0.85,ns
final_layout,logic_area,43.8,um2
clock_network,cts_sinks,5,
routing,drcViolationCount,0,
floorplan,io_pins,5,
clock_network,htreeDepth,1,
clock_network,postCtsSetupBuffers,0,
routing,drt-initial-drc-count,2,
final_layout,fillers,409,
global_route,grt_usage,1.58,%
run,warnings,25,
critical_path,r2r_setup_slack,0.43,ns
floorplan,chip_area,6400,um2
synthesis,topCellsByArea,"dfrtp_1, edfxtp_1, dfstp_2",
final_layout,regArea,131,um2
outcome,status,"complete, no violations",
timing,rsz0062_at_grt,"false",
place,placed_area,292,um2
power_and_ir_drop,ir_drop,0.470,mV
clock_network,cts_tree,"yes",
synthesis,edf_count,1,
floorplan,die_w,80,um
final_layout,fin_util,9.27,%
timing,period_minus_slack,1.09,ns
synthesis,yosys-stat-area,186,um2
routing,totalWireLength,437,um
floorplan,core-area,3420,um2
floorplan,chipHeight,80,um
place,place.gp.congestion,0.652,
synthesis,yosys_most_used_dff,"dfrtp_1",
synthesis,common_cells,"dfrtp_1, inv_1, nand2_1, o21ai_1",
place,portBuffers,4,
synthesis,synth_flops,5,
routing,viasPerCell,1.97,
critical_path,start_kind,"register",
global_route,grt-ovfl-total,0,
run,maxCapViolations,0,
final_layout,fin_area,317,um2
synthesis,yosys.area.top_type_share,40.3,%
floorplan,num_rows,21,
==> repair_timing <==
action | in CTS | in global routing
hold endpoints to repair | 0 | 0
endpoints found under the setup margin | 1 | 0
gates resized | 1 | 0
==> cell usage in the layout (no fill, tap or decap), types with 2 or more instances in the layout <==
cell             netlist  layout
inv_1                  3       3
nand2_1                3       3
clkbuf_4               0       3
o21ai_1                2       2
clkdlybuf4s50_1        0       3
dfrtp_1                3       3
==> cell type report <==
class,instances,area share [%]
Sequential cell,5,41.5
Tap cell,46,18.2
Timing Repair Buffer,5,14.6
Multi-Input combinational cell,9,13.8
Clock buffer,4,8.30
Inverter,3,3.56
==> kinds of logic after synthesis <==
group,share of synthesized area [%]
AND-OR/OR-AND,8.05
buffers and inverters,6.04
AND/OR/NAND/NOR,15.4
flip-flops,70.5
==> sequential cells by signal (all words and copies together) (netlist names) <==
signal / flops
z: 1
PS: 4
==> path summary, 6_finish.rpt <==
check / cells after the start / end / start
setup reg to reg: 1 / z$_DFFE_PP_ / PS[3]$_DFF_PP0_
hold reg to reg: 2 / PS[1]$_DFF_PP0_ / PS[2]$_DFF_PP0_
hold / removal: 2 / PS[1]$_DFF_PP0_ / reset
max in group asynchronous: 2 / PS[0]$_DFF_PP1_ / reset
min in group clk0: 2 / PS[1]$_DFF_PP0_ / PS[2]$_DFF_PP0_
setup / recovery: 1 / z / z$_DFFE_PP_
==> layer usage <==
| layer | share of wire [%] | vias up | track usage, % | routed length, um |
|---|---|---|---|---|
| met2 | 35 | 5 | 2.17 | 153 |
| met1 | 58 | 67 | 1.74 | 254 |
| li1 | - | 70 | - | - |
| met5 | 0 | - | 0 | 0 |
| met3 | 6.6 | 0 | 1.48 | 29 |
| met4 | 0 | 0 | 0.352 | 0 |
==> power breakdown <==
| part | internal, uW | leakage [uW] | switching (uW) | total (uW) |
|---|---|---|---|---|
| Combinational | 23.1 | 0.0000461 | 18.5 | 41.6 |
| Sequential | 197 | 0.0000624 | 9.74 | 206 |
| Clock | 126 | 0.0000150 | 71.0 | 197 |
| Total | 346 | 0.000123 | 99.2 | 445 |
==> metrics by stage <==
step           worst slack, ns  instances
2_1_floorplan            0.461         17
3_3_place_gp            0.0378         68
3_5_place_dp            0.0485         68
4_1_cts                 0.0921         72
5_1_grt                 0.0780         72
6_report                 0.110         72
Power is estimated from default activity; no workload was simulated.
